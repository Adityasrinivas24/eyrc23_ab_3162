[./run.sh]
#!/bin/bash
# OpenROAD 26Q1-2900-gdf79404cd8, Yosys 0.63+post, stock flow scripts
make -C /OpenROAD-flow-scripts/flow DESIGN_CONFIG=/design/flow/config.mk WORK_HOME=/design/flow/orfs finish
[./config.mk]
export PLATFORM = sky130hd
export DESIGN_NAME = t1c_pulse_gen_detect
export DESIGN_NICKNAME = t1c_pulse_gen_detect
export VERILOG_FILES = /design/flow/design.v
export SDC_FILE = /design/flow/constraint.sdc
export NUM_CORES = 4
export LEC_CHECK = 1
export CORE_UTILIZATION = 50
[./constraint.sdc]
current_design t1c_pulse_gen_detect

set clk_period 4.2
set clk_io_pct 0.2

create_clock -name clk0 -period $clk_period [get_ports {clk_50M}]

set non_clock_inputs [all_inputs -no_clocks]
set_input_delay [expr $clk_period * $clk_io_pct] -clock clk0 $non_clock_inputs
set_output_delay [expr $clk_period * $clk_io_pct] -clock clk0 [all_outputs]
[./design.v]
module t1c_pulse_gen_detect (
    input clk_50M, reset, echo_rx,
    output reg trigger, out,
    output reg [21:0] pulses,
    output reg [1:0] state
);
initial begin
    trigger = 0; out = 0; pulses = 0; state = 0;
end
 reg [6:0] delay_1us;
 reg [9:0] trigger_10us;
 reg [16:0] read_1ms;
 reg [15:0] pulse_width;
 reg rec;
 parameter WARMUP = 3'b000;
 parameter TRIGGER = 3'b001;
 parameter DETECT = 3'b010;
 always @(posedge clk_50M) begin
    case (state)
            WARMUP: begin
						rec = 0;
						if (!reset) begin   
							if (delay_1us < 7'd49) begin   
								delay_1us = delay_1us + 1'd1;
							end
							else begin   
								state = TRIGGER;
								delay_1us = 0;
							end	
						end 
						else begin 
							state = WARMUP;
							pulses = 0;
							out = 0;
							delay_1us = 0;
							trigger_10us = 0;
							read_1ms = 0;
							pulse_width = 0;
						end
					end
            TRIGGER: begin
						if (!reset) begin
							if (trigger_10us < 10'd499) begin  
								trigger_10us = trigger_10us + 1'd1;
								trigger = 1;
							end
							else begin   
								state = DETECT;
							end
						end
						else begin
							state = WARMUP;
							pulses = 0;
							out = 0;
							delay_1us = 0;
							trigger_10us = 0;
							read_1ms = 0;
							pulse_width = 0;
						end
					end
            DETECT: begin
						trigger = 0;
						if (!reset) begin
							if (read_1ms < 17'd50000) begin
								if (echo_rx && rec == 0) begin
									pulses = pulses + 1'd1;
									pulse_width = pulse_width + 1'd1;
									rec = 1;
								end
								else if (rec == 1 && echo_rx) begin
									pulse_width = pulse_width + 1;
								end
								else if(!echo_rx && rec ==1) begin
									rec = 0;
								end
								read_1ms = read_1ms + 1;
							end
							else begin
								if (!out) begin
									if (pulse_width == 16'd29410) begin
										out = 1;
									end
									else begin
										out = 0;
									end
								end
								else begin
									out = 1;
								end
								rec = 0;
								state = WARMUP;
								pulse_width = 0;
								delay_1us = 0;
								trigger_10us = 0;
								read_1ms = 0;
							end 
						end
						else begin
							state = WARMUP;
							pulse_width = 0;
							pulses = 0;
							out = 0;
							delay_1us = 0;
							trigger_10us = 0;
							read_1ms = 0;
						end
					end
    endcase
end
endmodule
==> flow_summary_export.csv <==
group,metric,value,unit
power,power_frac_seq,53.2,%
drt,vias,2934,
cts,h-tree-depth,3,
critical_path,crit_fanout,18,
final_timing,tightest_slew,0.668,ns
critical_path,ff2ff_setup_slack,1.76,ns
cts,hold_buffers,0,
logic_synthesis,synth_seq_share,55.0,%
drt,viasPerCell,5.52,
job,cap_violations,0,
cts,root_buffer,"clkbuf_8",
floorplanning,rows,33,
placed_design,hpwl,4940,µm
final_timing,setup_ws,1.41,ns
logic_synthesis,synth_warnings,1,
hold_path,hold_class,"reg -> reg",
final_timing,finalClockSkew,0.0123,ns
grt,grt_overflow_total,0,
power,p_sw,1.03,mW
finish,stdcell_count,532,
finish,drive_gt1_share,7.49,%
cts,numCtsBuffers,9,
final_timing,drv_slew,0,
cts,cts_resized,0,
critical_path,worstReg2RegStart,"state[0]$_DFFE_PP_",
drt,drt_iter0_markers,108,
logic_synthesis,synth_cell_type_count,47,
cts,clock_sinks,77,
power,power_frac_comb,28.6,%
logic_synthesis,top_area_share,55.0,%
drt,antenna_cells,0,
power,swShare,34.8,%
power,p_clk_share,18.1,%
final_timing,setup_tns,0,ns
floorplanning,die_y,93.7,µm
placed_design,dpl_worst_slack,1.05,ns
power,p_int,1.93,mW
power,design_power_total,2.97,mW
cts,path_clk_slew,0.08,ns
grt,antenna_found_initial,0,
logic_synthesis,syn_inst,391,
floorplanning,chip_area,0.00878,mm²
logic_synthesis,synth_top_cell_by_count,"edfxtp_1",
critical_path,cp-endpoint,"trigger_10us[9]$_SDFFCE_PN0P_",
drt,postRouteAntennaNets,0,
grt,grt_pass1_wl,12200,µm
logic_synthesis,edf_count,77,
final_timing,min_period,2.79,ns
grt,grt_use_total,18.6,%
final_timing,whs,0.570,ns
job,log.warning_count,30,
logic_synthesis,synthArstFlopShare,0,%
floorplanning,core_area,0.00818,mm²
drt,wl_per_cell,13.8,µm
cts,post_cts_buffers,0,
cts,cts_tree,"built",
logic_synthesis,synth_area,0.00420,mm²
placed_design,placedCellCount,516,
floorplanning,fp_util,51.4,%
finish,nFillCells,670,
final_timing,finalSetupViolations,0,
critical_path,rr_worst_depth,8,
finish,area_growth_syn_to_layout,13.9,%
critical_path,cp-end-kind,"flop",
drt,detail_route.wirelength,7350,µm
critical_path,critPathRequiredTime,4.23,ns
placed_design,port_buffers,28,
critical_path,worstSetupStartpointType,"input pin",
logic_synthesis,synthTopCellsByCount,"edfxtp_1, nor2_1, xnor2_1",
logic_synthesis,largest_area_cell,"edfxtp_1",
floorplanning,die_x,93.7,µm
placed_design,gp_congestion,0.850,
grt,grt_max_degree,24,
final_timing,hold_viol,0,
power,cellLeakagePower,1.57,nW
cts,clock_latency,0.35,ns
logic_synthesis,area_leaders,"edfxtp_1, nor2_1, xnor2_1",
logic_synthesis,syn_avg_cell_area,10.7,µm²
grt,grt_pass1_vias,2696,
logic_synthesis,synth-seq-cells,77,
logic_synthesis,ys_area,0.00420,mm²
run_status,outcome,"finished clean",
finish,final_core_util,58.6,%
final_timing,rsz0062_at_grt,"no",
floorplanning,pin_count,29,
logic_synthesis,ys.flop_type,"edfxtp_1",
critical_path,setup.worst_path.start,"reset",
power,irDropWorstVdd,0.284,mV
cts,cts_max_path_buffers,2,
critical_path,arrival,2.82,ns
finish,finalInstanceArea,0.00479,mm²
critical_path,crit_type,"in -> reg",
placed_design,placed_area,0.00460,mm²
final_timing,finalClockPeriodUsage,66.4,%
drt,drc,0,
final_timing,relSlewSlack,55.4,%
critical_path,rr_endpoint,"trigger_10us[9]$_SDFFCE_PN0P_",
final_timing,clock.fmax,0.358,GHz
drt,dr.pass1.iters,4,
logic_synthesis,ys_cells,391,
power,p_per_area,619,mW/mm²
[area by class of cell]
cell class	count	area, µm²	area share (%)
tap	105	131	2.74
clock inverter	7	66.3	1.39
sequential	77	2310	48.3
inverter	16	60.1	1.25
clock buffer	9	124	2.59
multi-input combinational	286	1780	37.2
timing repair buffer	32	310	6.48
[routing by layer]
metal | global-route usage (%) | wire [µm]
met1 | 32.3 | 3640
met2 | 27.7 | 3380
met3 | 3.54 | 256
met4 | 2.18 | 74
met5 | 0 | 0
[flip-flops by register name, indices dropped and copies added (netlist names)]
register,flops
pulses,22
trigger_10us,10
out,1
read_1ms,17
delay_1us,7
state,2
trigger,1
rec,1
pulse_width,16
[layout by cell type, fill, tap and decap left out, types with 3 or more instances in the layout]
cell / count
and4_1: 4
nand2b_1: 3
nor4_1: 12
and3_1: 4
clkdlybuf4s50_1: 28
nor2_1: 72
or4_1: 7
edfxtp_1: 77
clkbuf_8: 9
or2_2: 3
buf_4: 4
nand4_1: 13
ha_1: 11
or3_1: 5
clkinvlp_4: 3
a21oi_1: 12
o31ai_1: 5
nor3_1: 12
xnor2_1: 28
nand3_1: 22
o21ai_0: 4
xor2_1: 21
inv_1: 16
nand2_1: 18
[worst max-delay path: stages]
cell	delay, ns
clkdlybuf4s50_1	0.67
nor2b_1	0.13
and2_1	0.19
nor2_2	0.10
buf_4	0.21
buf_4	0.26
o221a_2	0.39
[how the worst min path moves through the flow]
stage                           from                         end  slack (ns)  cells after the start
4_1_cts   read_1ms[15]$_SDFFCE_PN0P_  read_1ms[15]$_SDFFCE_PN0P_        0.57                      1
6_report  read_1ms[15]$_SDFFCE_PN0P_  read_1ms[15]$_SDFFCE_PN0P_        0.57                      1
5_1_grt   read_1ms[15]$_SDFFCE_PN0P_  read_1ms[15]$_SDFFCE_PN0P_        0.62                      1
[cells by family after synthesis]
group,count (synthesis),share of synthesized area [%]
and+or+nand+nor,189,22.9
other,1,0.0892
adders and majority gates,11,3.27
xor gates and xnor gates,49,10.2
DFF,77,55.0
AOI/OAI and AO/OA,34,5.36
buffers and inverters,29,2.86
muxes,1,0.268
[power by group through the flow]
stage / clock network (mW) / registers (mW) / logic, mW
finish: 0.537 / 1.58 / 0.849
global route: 0.584 / 1.63 / 0.968
CTS: 0.554 / 1.58 / 0.861
Power is estimated from default activity; no workload was simulated.
