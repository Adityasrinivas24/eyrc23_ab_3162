<file path="design/flow/constraint.sdc">
current_design Line_Following

set clk_period 9.1
set clk_io_pct 0.2

create_clock -name clk0 -period $clk_period [get_ports {clk_50M}]

set non_clock_inputs [all_inputs -no_clocks]
set_input_delay [expr $clk_period * $clk_io_pct] -clock clk0 $non_clock_inputs
set_output_delay [expr $clk_period * $clk_io_pct] -clock clk0 [all_outputs]
</file>
<file path="design/flow/run.sh">
#!/bin/bash
# OpenROAD 26Q1-2900-gdf79404cd8, Yosys 0.63+post, stock flow scripts
make -C /OpenROAD-flow-scripts/flow DESIGN_CONFIG=/design/flow/config.mk WORK_HOME=/design/flow/orfs finish
</file>
<file path="design/flow/design.v">
module Line_Following(
			input wire clk_50M,
			input rst,
			input wire [11:0]left_value,
			input wire [11:0]center_value,
			input wire [11:0]right_value,
			output reg dir_l,
			output reg dir_r,
			output reg node,
			output reg [13:0]speed_r,
			output reg [13:0]speed_l
	);
	parameter max_lim = 1600; 
	parameter min_lim = 600;
	reg [13:0]speed_1 = 11000;   
	reg [13:0]speed_2 = 11000;
	reg dir_1 = 1;   
	reg dir_2 = 1;
	reg reg_node = 0;
	reg [11:0]prev_error = 0;       
	reg [11:0]error = 0;            
   integer Kp = 1;                
	integer Kd = 1;
	always@(posedge clk_50M)begin
		reg_node = 0;
		if(rst == 0)begin
			prev_error = 0;
			error = 0;
			dir_1 = 1;
			dir_2 = 1;
			speed_1 = 0;
			speed_2 = 0;
		end
		else begin
			if (left_value < min_lim && center_value < min_lim && right_value < min_lim)
			begin
				speed_1 = 11000;
				speed_2 = 11000;
				dir_1 = 1;
				dir_2 = 0;
			end
			else if (left_value > max_lim && center_value > max_lim && right_value > max_lim)
			begin
				speed_1 = 11000;
				speed_2 = 11000;
				dir_1 = 1;
				dir_2 = 1;
				reg_node = 1;
			end
		else begin
				if(left_value >= right_value)
				begin
					error = left_value - right_value;
					speed_1 = (11000 - error)/Kp - (error - prev_error)/Kd;
					speed_2 = (11000 + error)/Kp + (error - prev_error)/Kd;
				end
				else
				begin
					error = right_value - left_value;
					speed_1 = (11000 + error)/Kp + (error - prev_error)/Kd;
					speed_2 = (11000 - error)/Kp - (error - prev_error)/Kd;
				end
				dir_1 = 1;
				dir_2 = 1;
			end
		end
		speed_l <= speed_1;
		speed_r <= speed_2;
		dir_l <= dir_1;
		dir_r <= dir_2;
		node <= reg_node;
	   prev_error = error;
	end
endmodule 
</file>
<file path="design/flow/config.mk">
export PLATFORM = sky130hd
export DESIGN_NAME = Line_Following
export DESIGN_NICKNAME = Line_Following
export VERILOG_FILES = /design/flow/design.v
export SDC_FILE = /design/flow/constraint.sdc
export NUM_CORES = 4
export LEC_CHECK = 1
export CORE_UTILIZATION = 50
</file>
==> ci_impl_report.md <==
### Yosys + OpenROAD results

| Metric | Value |
|---|---|
| CTS buffer count | `5` |
| CTS clock-pin slew for the worst setup and hold paths | `around 0.06 ns` |
| Flops after synth | `around 41` |
| Mapped cell area | `roughly 6900 um^2` |
| Post-route antenna net violation count | `0` |
| Share of layout cells above drive strength 1 | `around 3.5%` |
| H-tree Lvls | `2` |
| Finished Layout Cells | `1148` |
| DRC | `0` |
| Final Hold Vio Count | `0` |
| Ys async rst share | `0%` |
| CTS sink cnt | `between 40 and 50` |
| Fin crit share | `about four fifths` |
| Number of fill cells in the layout | `about 1200` |
| Pin count of the biggest net entering global routing | `39` |
| Count of tool warnings | `61` |
| HP Start | `prev_error[7]` |
| RSZ-0062 raised after global routing | `false` |
| Synth Flop Type | `dfxtp_1` |
| Initial antenna violation count | `0` |
| Layout area overhead | `14.2%` |
| Total I/O pin count | `around 69` |
| Outcome | `finished, final reports clean` |
| Slowest CP cell | `a2111oi_0` |
| Storage element area | `around 820 um^2` |
| GRT Util Overall | `approximately a quarter` |
| Die Y | `roughly 120 um` |
| CP delay by family, top | `AND-OR/OR-AND gates` |
| Warnings from Yosys | `1` |
| Worst path cell trace | `clkdlybuf4s50_1 > inv_1 > fa_1 > a21o_1 > a2111oi_0 > or3_1 > xnor2_1 > inv_1 > ha_1 > nand3_1 > nand2_1 > a41oi_1 > nor2b_1 > xnor2_1 > ha_1 > inv_1 > ha_1 > nand3_1 > a211oi_1 > a2111oi_0 > nor3b_1 > xnor2_1 > a211oi_1` |
| CP startpoint | `left_value[1]` |
| WL final | `17900 um` |
| Horiz. Die Dim | `between 100 and 150 um` |
| Wire per inst | `approximately 16 um` |
| Post-synth seq share | `between 10% and 20%` |
| # setup viols final | `0` |
| Most instantiated logic cells after routing | `140 x inv_1, 133 x ha_1, 67 x clkdlybuf4s50_1` |
| Dominant logic cell type in the layout | `inv_1` |
| IO Port Bufs | `about 67` |
| Chip area in the Yosys report | `around 6900 um^2` |
| Arr. time, crit path | `7.63 ns` |
| Worst hold-check path type | `flop to flop` |
| GP Congestion | `0.912` |
| Least-Margin Pin Slew | `1.06 ns` |
| Number of global-route vias before repair | `5935` |
| Via count | `~6500` |
| F_max | `0.135 GHz` |
| Ant. Diodes | `0` |
| Gate Count Post-Synth | `just over 900` |
| Avg Synthesized Cell Area | `about 7.5 um^2` |
| Clock root buffer | `clkbuf_16` |
| FP Util | `approximately half` |
| Crit start category | `primary input` |
| Hpwl dp | `14800 um` |
| Site Rows | `between 40 and 50` |
| Clock Path Buffers | `2` |
| WP data required | `9.31 ns` |
| Number of enable flip-flop cells | `0` |
| Hold_buf cts | `0` |
| Synth cell types | `around 62` |
| DRT iter0 DRCs | `roughly 350` |
| CTS tree | `built` |
| Max incr delay on CP | `between 0.6 and 0.7 ns` |
| Slew Limit Headroom | `29.3%` |
| Number of post-CTS setup repair buffers | `0` |
| Reg-to-reg startpoint | `prev_error[0]` |
| Resized cells post-CTS | `0` |
| Vias per cell | `between 5 and 6` |
| Latency at later pin | `around 0.3 ns` |
| DRT Pass-1 Iters | `5` |
| Yosys Instances | `916` |
| Crit. End Element | `flop` |
| Die area | `between 10000 and 15000 um^2` |
| Core ar. | `13300 um^2` |
| Max FO, Critical Path | `6` |
| Final clock skew | `roughly 0.0096 ns` |
| Multi-input gate area | `5430 um^2` |
| Buf/Inv on CP | `4` |
| First-pass GRT wire length | `~29000 um` |
| Inst Count DP | `1141` |
| Max cap viols | `0` |
| Final setup TNS | `0 ns` |
| CP Class | `primary input to flop` |
| Final Critical Period | `around 7.4 ns` |
| Total grt overflow | `0` |
| Final slew viol count | `0` |
[layout make-up]
class	instances	share of cell area [%]
well taps	176	2.80
multi-input cells	711	69.1
clock buffers	7	1.82
repair buffers	73	9.12
flip-flops and latches	41	10.5
inverters	140	6.69
[sequential cells by signal, summed over array words and instances, names as in the netlist]
register,flops
node,1
dir_r,1
speed_l,13
prev_error,12
speed_r,14
[synthesized netlist by cell type (all sizes together), types with 2 or more instances]
library cell,count,area share [%]
inv,140,7.6
ha,133,24
nor2,64,3.5
a21oi,63,4.6
nand2,52,2.8
xnor2,44,5.6
dfxtp,41,12
o21ai,36,2.6
nand3,33,2.4
xor2,30,3.8
nor3,29,2.1
a211oi,26,2.8
nor2b,15,1.4
a21o,14,1.5
a31oi,13,1.2
buf,13,1.1
o21a,12,1.3
or3,12,1.1
a2111oi,11,2.0
clkbuf,11,0.60
or2,11,1.0
nand2b,10,0.91
a211o,9,1.1
mux2i,9,1.3
fa,8,2.3
o31ai,8,0.87
a311oi,7,0.89
and3,7,0.64
and2,6,0.55
nor4,5,0.46
o21bai,5,0.55
o31a,5,0.64
o41ai,5,0.75
o211ai,4,0.44
o2111ai,3,0.38
a21boi,2,0.22
a31o,2,0.25
a41oi,2,0.25
maj3,2,0.31
nor3b,2,0.22
or3b,2,0.25
[worst paths after layout]
check                  end  slack [ns]  cells after the start
max            speed_l[12]        1.68                     23
min          prev_error[7]        0.50                      2
max reg2reg    speed_l[13]        4.52                     15
min reg2reg  prev_error[7]        0.50                      2
[cells by family (layout without fill, tap and decap cells)]
group                    Yosys count  after routing  synth area share [%]
multiplexers                       9              9                  1.31
AND/OR/NAND/NOR                  251            251                  17.7
other                              1              1                0.0546
AND-OR/OR-AND                    233            233                  23.4
flip-flops                        41             41                  11.9
adder cells (fa/ha/maj)          143            143                  26.8
XOR/XNOR                          74             74                  9.43
buffers and inverters            164            220                  9.39
[through the flow]
stage | utilization (%) | setup WS [ns] | instance area (um^2) | hold WS [ns]
after floorplan | - | 2.83 | 6870 | 0.476
after CTS | 58.8 | 1.63 | 7850 | 0.500
final | 58.8 | 1.68 | 7850 | 0.498
after global placement | 57.8 | 1.39 | 7710 | 0.485
after detailed placement | 57.8 | 1.35 | 7710 | 0.492
after global routing | 58.8 | 1.34 | 7850 | 0.531
[routing by layer]
layer,track usage [%],wire (um),vias up
li1,-,-,3296
met1,36.1,8410,2986
met2,42.1,7930,167
met3,4.35,1030,29
met4,7.28,553,0
met5,0,0,-
[worst min-delay path, stage by stage (launching register included)]
cell,delay [ns]
dfxtp_1,0.31
nor2_1,0.10
a311oi_1,0.05
